==> ./design.v <==
module D_ff_pipeline (input clk, input reset, input regWrite, input d, output reg q);
	always @ (negedge clk)
	begin
	if(reset==1'b1)
		q=0;
	else
		if(regWrite == 1'b1) begin q=d; end
	end
endmodule
module register16bit( input clk, input reset, input regWrite, input [15:0] writeData, output  [15:0] outR );
	D_ff_pipeline d[15:0] (clk, reset, regWrite, writeData, outR);
endmodule
module register32bit( input clk, input reset, input regWrite, input [31:0] writeData, output  [31:0] outR );
	D_ff_pipeline d[31:0] (clk, reset, regWrite, writeData, outR);
endmodule
module register4bit( input clk, input reset, input regWrite, input [3:0] writeData, output  [3:0] outR );
	D_ff_pipeline d[3:0](clk, reset, regWrite, writeData, outR);
endmodule
module register1bit( input clk, input reset, input regWrite, input writeData, output outR );
	D_ff_pipeline d0(clk, reset, regWrite, writeData, outR);
endmodule
module register2bit( input clk, input reset, input regWrite, input [1:0]writeData, output [1:0] outR );
	D_ff_pipeline d[1:0](clk, reset, regWrite, writeData, outR);	
endmodule
module register3bit( input clk, input reset, input regWrite, input [2:0]writeData, output [2:0] outR );
	D_ff_pipeline d[2:0](clk, reset, regWrite, writeData, outR);
endmodule
module IF_ID(input clk, input reset, input flush,input IF_Write,
  input [15:0] instr_set1,input [15:0] instr_set2,input [31:0] pc, 
  output [15:0] p0_intr1,output [15:0] p0_intr2,output [31:0] p0_pc);
	register16bit set1( clk, reset|flush, IF_Write,  instr_set1, p0_intr1 );  
	register16bit set2( clk, reset|flush, IF_Write,  instr_set2, p0_intr2 );  
	register32bit pc_pipe( clk, reset|flush, IF_Write,  pc, p0_pc );  
endmodule
module ID_EX(input clk, input reset, input flush, input ID_Write, input [2:0] loadStoreAddSel, input [2:0] cmpShiftSubSel, input [2:0] subSrcSel,
  input [31:0] storeData, input [31:0] loadStoreAdd,input [31:0] cmpShift, input [31:0] cmpShiftSub, input [31:0] subSrc ,input [31:0] addSrc,
  input [31:0] sExtOut_loadstore,input [31:0] sExtOut_add, input [31:0] p0_pc, input [2:0] rd_add,input [2:0] rd_load,input [2:0] rd_remain, 
  input [1:0]ctr_aluSrcA,input [1:0]ctr_aluSrcB,input [1:0] ctr_aluOp, input ctr_g1regDst, input ctr_memRead,
  input ctr_memWrite,input ctr_regWrite1,input ctr_regWrite2,input cause, input invalid, input ctr_flagWrite1, input ctr_flagWrite2,
  output [2:0] p1_loadStoreAddSel, output [2:0] p1_cmpShiftSubSel, output [2:0] p1_subSrcSel,output [31:0] p1_storeData,
  output [31:0] p1_loadStoreAdd, output [31:0] p1_cmpShift, output [31:0] p1_cmpShiftSub, output [31:0] p1_subSrc ,
  output [31:0] p1_addSrc, output [31:0] p1_sExtOut_loadstore, output [31:0] p1_sExtOut_add, output [2:0] p1_rd_add, output [2:0] p1_rd_load, 
  output [2:0] p1_rd_remain, output [1:0] p1_aluSrcA, output [1:0] p1_aluSrcB, output [1:0] p1_aluOp, output p1_g1regDst, output p1_memRead, 
  output p1_memWrite, output p1_regWrite1, output p1_regWrite2, output p1_cause, output p1_invalid, output [31:0] p1_pc,
  output p1_flagWrite1, output p1_flagWrite2);
	register32bit r1(  clk,  reset|flush,  ID_Write, storeData, p1_storeData );
	register32bit r2(  clk,  reset|flush,  ID_Write, loadStoreAdd, p1_loadStoreAdd);
	register32bit r3(  clk,  reset|flush,  ID_Write, cmpShift,  p1_cmpShift );
	register32bit r4(  clk,  reset|flush,  ID_Write, cmpShiftSub, p1_cmpShiftSub);
	register32bit r5(  clk,  reset|flush,  ID_Write, subSrc ,  p1_subSrc );
	register32bit r6(  clk,  reset|flush,  ID_Write, addSrc, p1_addSrc );
	register32bit r7(  clk,  reset|flush,  ID_Write, sExtOut_loadstore, p1_sExtOut_loadstore );
	register32bit r8(  clk,  reset|flush,  ID_Write, sExtOut_add, p1_sExtOut_add);
	register3bit r9( clk, reset|flush,  ID_Write, rd_add,  p1_rd_add );
	register3bit r10(  clk,  reset|flush,  ID_Write, rd_load,  p1_rd_load );
	register3bit r11(  clk,  reset|flush,  ID_Write, rd_remain,  p1_rd_remain );
	register3bit r12(  clk,  reset|flush,  ID_Write, loadStoreAddSel,  p1_loadStoreAddSel );
	register3bit r13(  clk,  reset|flush,  ID_Write, cmpShiftSubSel,  p1_cmpShiftSubSel );
	register3bit r14(  clk,  reset|flush,  ID_Write, subSrcSel,  p1_subSrcSel );		
	register2bit r15(  clk,  reset|flush,  ID_Write, ctr_aluSrcA,  p1_aluSrcA );
	register2bit r16(  clk,  reset|flush,  ID_Write, ctr_aluSrcB,  p1_aluSrcB );
	register2bit r17(  clk,  reset|flush,  ID_Write, ctr_aluOp,  p1_aluOp );		
	register1bit r18(  clk,  reset|flush, ID_Write, ctr_g1regDst, p1_g1regDst );
	register1bit r19(  clk,  reset|flush, ID_Write,  ctr_memRead,p1_memRead);
	register1bit r20(  clk,  reset|flush, ID_Write,  ctr_memWrite, p1_memWrite);
	register1bit r21(  clk,  reset|flush, ID_Write,  ctr_regWrite1, p1_regWrite1);
	register1bit r22(  clk,  reset|flush, ID_Write,  ctr_regWrite2, p1_regWrite2);
	register1bit r23(  clk,  reset|flush, ID_Write,  ctr_flagWrite1, p1_flagWrite1);
	register1bit r24(  clk,  reset|flush, ID_Write,  ctr_flagWrite2, p1_flagWrite2);
	register1bit r25(  clk,  reset|flush, ID_Write,  cause, p1_cause);
	register1bit r26(  clk,  reset|flush, ID_Write,  invalid, p1_invalid);
	register32bit r27( clk,  reset|flush,  ID_Write, p0_pc, p1_pc );
endmodule	
module EX_MEM( input clk, input reset, input flush, input EX_MEMregWrite, input [31:0] aluOut,input [31:0] address_lw_sw,input [31:0] p1_storeData,
   input [2:0] g1destreg, input [2:0] p1_rd_load, input p1_memRead, input p1_memWrite, input p1_regWrite1, input p1_regWrite2,
   input g1z_flag,input g1c_flag,input g1n_flag,input g1o_flag, input p1_flagWrite1, input p1_flagWrite2, 
   output [31:0] p2_aluOut,output [31:0] p2_address_lw_sw, output [31:0] p2_storeData, output[2:0] p2_g1destreg,output[2:0] p2_rd_load,
   output p2_memRead, output p2_memWrite, output p2_regWrite1, output p2_regWrite2, output p2_g1z_flag, output p2_g1c_flag, 
   output p2_g1n_flag,output p2_g1o_flag, output p2_flagWrite1, output p2_flagWrite2);
	register32bit r1(clk, reset|flush, EX_MEMregWrite, aluOut, p2_aluOut);
	register32bit r2(clk, reset|flush, EX_MEMregWrite, address_lw_sw, p2_address_lw_sw);  
	register32bit r3(clk, reset|flush, EX_MEMregWrite, p1_storeData, p2_storeData);
	register3bit  r4(clk, reset|flush, EX_MEMregWrite, g1destreg, p2_g1destreg);
	register3bit  r5(clk, reset|flush, EX_MEMregWrite, p1_rd_load, p2_rd_load);
	register1bit r6(clk, reset|flush, EX_MEMregWrite, p1_memRead, p2_memRead);
	register1bit r7(clk, reset|flush, EX_MEMregWrite, p1_memWrite, p2_memWrite);
	register1bit r8(clk, reset|flush, EX_MEMregWrite, g1z_flag, p2_g1z_flag);
	register1bit r9(clk, reset|flush, EX_MEMregWrite, g1c_flag, p2_g1c_flag);
	register1bit r10(clk, reset|flush, EX_MEMregWrite, g1n_flag, p2_g1n_flag);
	register1bit r11(clk, reset|flush, EX_MEMregWrite, g1o_flag, p2_g1o_flag);
	register1bit r12(clk, reset|flush, EX_MEMregWrite, p1_regWrite1, p2_regWrite1);
	register1bit r13(clk, reset|flush, EX_MEMregWrite, p1_regWrite2, p2_regWrite2);
	register1bit r14(clk, reset|flush, EX_MEMregWrite, p1_flagWrite1, p2_flagWrite1);
	register1bit r15(clk, reset|flush, EX_MEMregWrite, p1_flagWrite2, p2_flagWrite2);
endmodule
module MEM_WB(input clk, input reset, input flush, input MEM_WBregWrite, input [31:0] p2_aluOut, input [31:0] loadData,
   input [2:0] p2_g1destreg, input [2:0] p2_rd_load, input p2_regWrite1, input p2_regWrite2, input p2_g1z_flag, input p2_g1c_flag,
   input p2_g1n_flag, input p2_g1o_flag, input p2_flagWrite1, input p2_flagWrite2,  
   output [31:0] p3_aluOut, output [31:0] p3_loadData, output [2:0] p3_g1destreg, output[2:0] p3_rd_load,
   output p3_regWrite1, output p3_regWrite2, output p3_g1z_flag, output p3_g1c_flag, output p3_g1n_flag, output p3_g1o_flag,
   output p3_flagWrite1, output p3_flagWrite2);
	register32bit r1(clk, reset|flush, MEM_WBregWrite, p2_aluOut, p3_aluOut);
	register32bit r2(clk, reset|flush, MEM_WBregWrite, loadData, p3_loadData);
	register1bit r3(clk, reset|flush, MEM_WBregWrite, p2_g1z_flag, p3_g1z_flag);
	register1bit r4(clk, reset|flush, MEM_WBregWrite, p2_g1c_flag, p3_g1c_flag);
	register1bit r5(clk, reset|flush, MEM_WBregWrite, p2_g1n_flag, p3_g1n_flag);
	register1bit r6(clk, reset|flush, MEM_WBregWrite, p2_g1o_flag, p3_g1o_flag);
	register1bit r7(clk, reset|flush, MEM_WBregWrite, p2_regWrite1, p3_regWrite1);
	register1bit r8(clk, reset|flush, MEM_WBregWrite, p2_regWrite2, p3_regWrite2);
	register1bit r9(clk, reset|flush, MEM_WBregWrite, p2_flagWrite1, p3_flagWrite1);
	register1bit r10(clk, reset|flush, MEM_WBregWrite, p2_flagWrite2, p3_flagWrite2);
	register3bit r11(clk, reset|flush, MEM_WBregWrite, p2_g1destreg, p3_g1destreg);
	register3bit r12(clk, reset|flush, MEM_WBregWrite, p2_rd_load, p3_rd_load);
endmodule
module adder(input [31:0] in1, input [31:0] in2, output reg [31:0] adder_out);
	always@(in1 or in2)
		adder_out = in1 +in2;
endmodule
==> ./run.sh <==
#!/bin/bash
# OpenROAD 26Q1-2900-gdf79404cd8, Yosys 0.63+post, stock flow scripts
make -C /OpenROAD-flow-scripts/flow DESIGN_CONFIG=/design/flow/config.mk WORK_HOME=/design/flow/orfs finish
==> ./config.mk <==
export PLATFORM = sky130hd
export DESIGN_NAME = MEM_WB
export DESIGN_NICKNAME = MEM_WB
export VERILOG_FILES = /design/flow/design.v
export SDC_FILE = /design/flow/constraint.sdc
export NUM_CORES = 4
export LEC_CHECK = 1
export CORE_UTILIZATION = 40
==> ./constraint.sdc <==
current_design MEM_WB

set clk_period 2.4
set clk_io_pct 0.2

create_clock -name clk0 -period $clk_period [get_ports {clk}]

set non_clock_inputs [all_inputs -no_clocks]
set_input_delay [expr $clk_period * $clk_io_pct] -clock clk0 $non_clock_inputs
set_output_delay [expr $clk_period * $clk_io_pct] -clock clk0 [all_outputs]
==> flow_results.xml <==
<?xml version="1.0" encoding="UTF-8"?>
<metrics>
  <group name="outcome">
    <metric name="status" unit="">complete, but fails checks</metric>
    <metric name="violations" unit="">setup timing</metric>
  </group>
  <group name="placed_design">
    <metric name="dp_hpwl" unit="um">4580</metric>
    <metric name="routability_congestion_estimate" unit="">0.760</metric>
    <metric name="numPortBuffers" unit="">159</metric>
    <metric name="post-place-cells" unit="">505</metric>
  </group>
  <group name="synthesis">
    <metric name="ys.flop_type" unit="">sky130_fd_sc_hd__dfxtp_1</metric>
    <metric name="synth_flops" unit="">78</metric>
    <metric name="ys_seq_frac" unit="">0.473</metric>
    <metric name="synth.top_cells.by_count" unit="">sky130_fd_sc_hd__dfxtp_1, sky130_fd_sc_hd__mux2i_1, sky130_fd_sc_hd__nor2_1, sky130_fd_sc_hd__buf_4, sky130_fd_sc_hd__buf_2</metric>
    <metric name="synth_top_cell_by_area" unit="">sky130_fd_sc_hd__dfxtp_1</metric>
    <metric name="synthesis.area" unit="sq um">3300</metric>
    <metric name="synth_warn" unit="">1</metric>
    <metric name="edf_count" unit="">0</metric>
    <metric name="yosysTopAreaCellShare" unit="">0.473</metric>
    <metric name="postSynthCellCount" unit="">324</metric>
    <metric name="top_cells_by_area" unit="">sky130_fd_sc_hd__dfxtp_1, sky130_fd_sc_hd__mux2i_1, sky130_fd_sc_hd__buf_4, sky130_fd_sc_hd__nor2_1, sky130_fd_sc_hd__buf_6</metric>
    <metric name="async_flop_share" unit="">0</metric>
    <metric name="number_of_standard_cells_reported_by_yosys" unit="">324</metric>
    <metric name="synth_area_per_cell" unit="sq um">10.2</metric>
    <metric name="synth-area-yosys" unit="sq um">3300</metric>
    <metric name="synth.distinct_cells" unit="">9</metric>
  </group>
  <group name="critical_path">
    <metric name="worstSetupPathType" unit="">register to primary output</metric>
    <metric name="path_delay_family" unit="">flip-flops</metric>
    <metric name="crit_path_cell_trace" unit="">buf_2</metric>
    <metric name="slowest_delay" unit="ns">0.31</metric>
    <metric name="worstPathRequired" unit="ns">1.92</metric>
    <metric name="cp-end-kind" unit="">primary output</metric>
    <metric name="setup.worst_path.start_class" unit="">register</metric>
    <metric name="reg2reg_slack" unit="ns">1.69</metric>
    <metric name="cp_num_buf_inv" unit="">1</metric>
    <metric name="cp.arrival" unit="ns">2.01</metric>
    <metric name="crit_fanout" unit="">2</metric>
    <metric name="critical_path.slowest_cell" unit="">sky130_fd_sc_hd__dfxtp_2</metric>
  </group>
  <group name="final_timing">
    <metric name="report.final.hold_viol_count" unit="">0</metric>
    <metric name="clock_skew" unit="ns">0</metric>
    <metric name="setup_viol" unit="">78</metric>
    <metric name="post-route-worst-setup-slack" unit="ns">-0.0902</metric>
    <metric name="slew-limit-headroom" unit="">0.890</metric>
    <metric name="rsz0062_at_grt" unit="">true</metric>
    <metric name="slew_violations" unit="">0</metric>
    <metric name="tightest_slew" unit="ns">0.160</metric>
  </group>
  <group name="clocking">
    <metric name="tritoncts" unit="">built</metric>
    <metric name="worstSkewPairLatency" unit="ns">0.39</metric>
    <metric name="cts_htree_levels" unit="">3</metric>
    <metric name="clock-sinks" unit="">78</metric>
    <metric name="cts_made_buffers" unit="">9</metric>
    <metric name="cts_buffer_depth" unit="">2</metric>
    <metric name="post_cts_clock_slew_at_the_launch_and_capture_registers_of_the_worst_setup_and_hold_paths" unit="ns">0.04</metric>
    <metric name="cts-root-buf" unit="">sky130_fd_sc_hd__clkbuf_8</metric>
  </group>
  <group name="routing">
    <metric name="routed.top_layer" unit="">met4</metric>
    <metric name="dr_total_vias" unit="">2544</metric>
    <metric name="drt-wirelength-per-cell" unit="um">11.8</metric>
    <metric name="detailroute.wirelength.met3" unit="um">850</metric>
    <metric name="drtPass1Iterations" unit="">4</metric>
    <metric name="diodes" unit="">0</metric>
    <metric name="drt_iter0_markers" unit="">47</metric>
    <metric name="finalWirelength" unit="um">7080</metric>
    <metric name="route.detailed.drc" unit="">0</metric>
    <metric name="wl_met2" unit="um">2920</metric>
    <metric name="drt-met1-wl" unit="um">3230</metric>
    <metric name="detail-route-antenna-nets" unit="">0</metric>
    <metric name="route.detailed.vias_per_inst" unit="">4.23</metric>
  </group>
  <group name="global_routing">
    <metric name="grt_util_overall" unit="">0.169</metric>
    <metric name="antenna_found_initial" unit="">0</metric>
    <metric name="grt-ovfl-total" unit="">0</metric>
    <metric name="grt_max_degree" unit="">29</metric>
    <metric name="global_route_wire_length_before_repair" unit="um">11300</metric>
    <metric name="grt_pass1_vias" unit="">2594</metric>
  </group>
  <group name="finish">
    <metric name="finish.cell_count_without_fillers" unit="">601</metric>
    <metric name="area_growth_syn_to_layout" unit="%">43.3</metric>
    <metric name="layout-drive-gt1-share" unit="">0.371</metric>
  </group>
  <group name="hold_path">
    <metric name="hold_path.class" unit="">register to register</metric>
  </group>
  <group name="floorplanning">
    <metric name="core_ar" unit="sq um">7850</metric>
    <metric name="die_w" unit="um">92.8</metric>
    <metric name="chip_area" unit="sq um">8610</metric>
    <metric name="floorplan.die.height" unit="um">92.8</metric>
    <metric name="top_level_ports" unit="">160</metric>
    <metric name="floorplan.core_util" unit="">0.420</metric>
    <metric name="std_cell_rows" unit="">32</metric>
  </group>
  <group name="job">
    <metric name="maxCapViolations" unit="">0</metric>
    <metric name="warning_count" unit="">106</metric>
  </group>
  <group name="pwr">
    <metric name="areal_power_density_over_the_cells" unit="nW/um^2">667</metric>
    <metric name="power.static_leakage" unit="nW">2.57</metric>
    <metric name="pwr_total" unit="mW">3.15</metric>
    <metric name="power.ir.vdd_worst" unit="uV">410</metric>
  </group>
</metrics>
[cells by family after synthesis]
kind of cell,Yosys count,synth area share
DFF,78,0.473
buffers and inverters,89,0.199
muxes,78,0.237
and+or+nand+nor,79,0.0907
[cell usage in the layout, fill, tap and decap left out]
master and count:
sky130_fd_sc_hd__buf_12 5, sky130_fd_sc_hd__dfxtp_2 78, sky130_fd_sc_hd__inv_4 2, sky130_fd_sc_hd__clkbuf_8 9, sky130_fd_sc_hd__buf_8 1, sky130_fd_sc_hd__mux2i_1 78
sky130_fd_sc_hd__buf_2 77, sky130_fd_sc_hd__clkinvlp_2 3, sky130_fd_sc_hd__buf_4 5, sky130_fd_sc_hd__nor2_2 1, sky130_fd_sc_hd__nor2_1 77, sky130_fd_sc_hd__buf_6 1
sky130_fd_sc_hd__inv_1 79, sky130_fd_sc_hd__buf_16 1, sky130_fd_sc_hd__or2_4 1, sky130_fd_sc_hd__bufinv_16 1, sky130_fd_sc_hd__clkdlybuf4s50_1 80
[cell type report]
type / instances / area (sq um)
Clock buffer: 9 / 124
Clock inverter: 85 / 354
Fill cell: 694 / 3120
Multi-Input combinational cell: 157 / 1080
Sequential cell: 78 / 1660
Tap cell: 102 / 128
Timing Repair Buffer: 170 / 1380
[what timing repair did]
action / 4_1_cts / 5_1_grt
cloned: 1 / 0
gates resized: 318 / 4
endpoints found under the hold margin: 0 / 0
hold buffers: 0 / 0
setup endpoints to repair: 95 / 80
buffers inserted: 2 / 0
[power by group]
part	leakage, nW	total, mW	internal [mW]	switching (mW)
clock	0.509	1.43	0.641	0.792
combinational	1.39	0.348	0.232	0.116
sequential	0.670	1.37	1.36	0.0186
total	2.57	3.15	2.23	0.926
[state kept, by name, indices dropped and copies added (netlist names)]
name and count:
r1.d.q 32, r10.d0.q 1, r11.d.q 3, r12.d.q 3, r2.d.q 32, r3.d0.q 1
r4.d0.q 1, r5.d0.q 1, r6.d0.q 1, r7.d0.q 1, r8.d0.q 1, r9.d0.q 1
[layer usage]
metal  vias up  GRT usage
met2       117      0.219
li1       1312          -
met5         -          0
met3         9      0.114
met1      1106      0.225
met4         0     0.0603
[worst paths after layout]
| check | startpoint | endpoint | cells after the start |
|---|---|---|---|
| min | r2.d[22].q$_SDFFE_NP0P_ | r2.d[22].q$_SDFFE_NP0P_ | 2 |
| max | r2.d[9].q$_SDFFE_NP0P_ | p3_loadData[9] | 1 |
| min reg2reg | r2.d[22].q$_SDFFE_NP0P_ | r2.d[22].q$_SDFFE_NP0P_ | 2 |
| max reg2reg | r2.d[15].q$_SDFFE_NP0P_ | r2.d[15].q$_SDFFE_NP0P_ | 3 |
[through the flow]
step / hold slack [ns] / setup WS [ns] / setup TNS, ns / cell area, sq um / util
2_1_floorplan: 0.437 / -0.00259 / -0.0517 / 3310 / -
3_3_place_gp: 0.471 / -0.418 / -35.20 / 4480 / 0.571
3_5_place_dp: 0.478 / -0.411 / -35.12 / 4480 / 0.571
4_1_cts: 0.473 / -0.110 / -7.01 / 4710 / 0.601
5_1_grt: 0.484 / -0.141 / -8.79 / 4730 / 0.602
6_report: 0.470 / -0.0902 / -5.37 / 4730 / 0.602
No activity file was given, so power comes from the tool's default toggle rates.
